<file path="flow/design.v">
module Inst_Mem(Address, RD);
	input [31:0] Address;
	output reg [31:0] RD;
	reg [7:0] Memory [0:255];
	integer i;	
	initial begin		 
		{Memory[3],Memory[2],Memory[1],Memory[0]} = 		32'b11100100000100010000000000000000;  	 
		{Memory[7],Memory[6],Memory[5],Memory[4]} = 		32'b11100100000100100001000000000001;  	 
		{Memory[11],Memory[10],Memory[9],Memory[8]}   = 32'b11100001010000000011000000000001;	    
		{Memory[15],Memory[14],Memory[13],Memory[12]} = 32'b00000000010000000000000000000001;		 
		{Memory[19],Memory[18],Memory[17],Memory[16]} = 32'b11100000100000000011000000000001;		 
		{Memory[23],Memory[22],Memory[21],Memory[20]} = 32'b11100010011000010100000000000001;		 
		{Memory[27],Memory[26],Memory[25],Memory[24]} = 32'b11100010001000010100000000000001;		 
		{Memory[31],Memory[30],Memory[29],Memory[28]} = 32'b11100000000001000011000000000001;		 
		{Memory[35],Memory[34],Memory[33],Memory[32]} = 32'b11100001100001000100000000000000;		 
		{Memory[39],Memory[38],Memory[37],Memory[36]} = 32'b11100000010001000100000000000000;		 
		{Memory[43],Memory[42],Memory[41],Memory[40]} = 32'b11100100000000100100000000000000;      
		for(i=44; i<256; i= i+1) begin
			Memory[i] = 0;
		end
	end
	always @(Address)
	begin
		RD = {Memory[Address+3],Memory[Address+2],Memory[Address+1],Memory[Address]};
	end
endmodule
</file>
<file path="flow/run.sh">
#!/bin/bash
# OpenROAD 26Q1-2900-gdf79404cd8, Yosys 0.63+post, stock flow scripts
make -C /OpenROAD-flow-scripts/flow DESIGN_CONFIG=/design/flow/config.mk WORK_HOME=/design/flow/orfs finish
</file>
<file path="flow/config.mk">
export PLATFORM = sky130hd
export DESIGN_NAME = Inst_Mem
export DESIGN_NICKNAME = Inst_Mem
export VERILOG_FILES = /design/flow/design.v
export SDC_FILE = /design/flow/constraint.sdc
export NUM_CORES = 4
export LEC_CHECK = 1
export CORE_UTILIZATION = 30
</file>
<file path="flow/constraint.sdc">
current_design Inst_Mem

set clk_period 3.7
set clk_io_pct 0.2

create_clock -name clk0 -period $clk_period

set non_clock_inputs [all_inputs -no_clocks]
set_input_delay [expr $clk_period * $clk_io_pct] -clock clk0 $non_clock_inputs
set_output_delay [expr $clk_period * $clk_io_pct] -clock clk0 [all_outputs]
</file>
==> run summary <==
DR vias/cell: 5.22
Register Area: 0 um^2
layout cells sized above 1: 37.9%
Synth area leader: a21oi_1
max-slew violations: 0
syn avg cell area: 6.40 um^2
DR pass1 iterations: 4
Post-Syn Area: 2150 um^2
yosys synthesis chip area: 2150 um^2
placed cell count: 541
initial DRC count: 222
Initial Util: 31.3%
core footprint: 6870 um^2
cell count after synthesis: 336
Layout area overhead: 67.1%
GP Congestion: 0.948
Hold Slack: 2.19 ns
outcome: complete, no violations
grt ovf: 0
most instantiated library cell after synthesis: nand2_1
setup TNS: 0 ns
CP Capture Type: output port
die width: 86.7 um
GRT Util Overall: 20.8%
endpoints failing hold: 0
CP most frequent cell: buf_4
P per Cell Area: 141 nW/um^2
HP Class: input pin to output port
seq_cells: 0
largest net degree at the start of global routing: 23
post-DR wirelength/cell: 13.9 um
maxcap violations: 0
Worst Path Required: 2.96 ns
Yosys warning count: 1
DRC Markers: 0
Total Wirelength: 7690 um
Area leader share: 6.98%
P_leak: 1.52 nW
number of filler cells placed in the layout: 620
initial antenna violation count: 0
Main area contributors: a21oi_1, xnor2_1, ha_1
antenna fix cells: 0
CP arrival: 2.87 ns
OpenROAD warnings: 65
Vias: 2885
first-pass GRT wire length: 12500 um
DP HPWL: 5790 um
CP max FO: 5
post-synth cell types: 64
Max rail drop VDD: 62.1 uV
I/O Buffers: 36
Yosys Instances: 336
# IOs: 64
clkbuf count: 0
Final setup viols: 0
Post-DRT Antenna Nets: 0
Die Ht: 86.7 um
Slowest-stage cell, CP: clkdlybuf4s50_1
top cells by count: nand2_1, a21oi_1, nor2_1, clkbuf_1, o21ai_0
Buffers & Inverters on Critical Path: 6
number of global-route vias before repair: 2557
critical path, cell by cell: buf_2 -> buf_4 -> ha_1 -> a21oi_2 -> buf_4 -> buf_4 -> xnor3_1 -> buf_4 -> xnor2_2 -> a21oi_1 -> nor2_1 -> clkdlybuf4s50_1
final period utilization: 97.7%
Setup crit start kind: input pin
Final min period: 3.61 ns
CP top delay family: buffers and inverters
die area: 7510 um^2
Synth Seq Share: 0%
Setup CP Type: input pin to output port
slowest stage delay, CP: 0.46 ns
Row Count: 30
CTS Hold Bufs: 0
Max Clk Rate: 277 MHz
unrepaired setup endpoints after global routing: yes
fin cells: 553
## metrics by stage
step,worst slack [ns],power (mW),util (%),cell area [um^2]
floorplan,0.490,0.254,-,2160
global placement,-0.574,0.448,47.7,3280
detailed placement,-0.567,0.451,47.7,3280
CTS,0.0122,0.482,50.4,3460
global route,-0.0658,0.552,52.3,3590
finish,0.0853,0.508,52.3,3590
## cells in the final DEF (no fill, tap or decap), drive strengths merged, types with 4 or more instances in the layout
master         synthesis  layout
mux2                   5       5
nor2                  30      30
clkdlybuf4s50          0      24
xor2                   9       9
inv                    6       6
a31oi                  6       6
ha                    11      11
nand3                 11      11
and3                   6       6
dlygate4sd2            0       4
o21ai                 18      18
buf                   16     124
nor3                  14      14
a211oi                10      10
or3                    4       4
o22ai                  4       4
o211ai                 6       6
mux2i                  7       7
conb                   1       4
xnor2                 18      18
nand2                 34      34
a21oi                 31      31
## layout make-up
class / instances / area, um^2 / area share [%]
multi-input cells: 291 / 2170 / 60.4
repair buffers: 157 / 1270 / 35.3
well taps: 96 / 120 / 3.34
inverters: 9 / 35.0 / 0.975
## power breakdown
part	total (mW)	switching (mW)	internal, mW
Combinational	0.508	0.245	0.262
Sequential	0	0	0
Clock	0	0	0
Total	0.508	0.245	0.262
## layer usage
| layer | part of all wire (%) | up-vias | GRT usage (%) |
|---|---|---|---|
| met2 | 45 | 61 | 33.5 |
| met4 | 0.29 | 0 | 0.758 |
| met1 | 51 | 1341 | 33.0 |
| met3 | 3.7 | 2 | 0.483 |
| met5 | 0 | - | 0 |
| li1 | - | 1481 | - |
## final timing paths
kind	startpoint	to	slack, ns	depth (start not counted)
worst max-delay path	Address[2]	RD[28]	0.09	12
worst min-delay path	Address[0]	RD[24]	2.19	6
## tightest hold or removal path, delay by kind of cell
kind | cells | cell delay, ns
AOI/OAI and AO/OA | 1 | 0.14
buffers and inverters | 3 | 0.37
muxes | 1 | 0.13
and+or+nand+nor | 1 | 0.07
## cell families (layout without fill, tap and decap cells)
group | Yosys count | count (layout) | synth area share (%)
XOR/XNOR | 29 | 29 | 14.3
multiplexers | 12 | 12 | 5.88
AND/OR/NAND/NOR | 120 | 120 | 26.5
AND-OR/OR-AND | 113 | 113 | 35.7
adder cells (fa/ha/maj) | 13 | 13 | 7.33
other | 1 | 4 | 0.174
buffers and inverters | 48 | 166 | 10.1
## repair_timing
item,4_1_cts,5_1_grt
setup endpoints to repair,28,16
pin swaps,9,13
setup buffers,6,6
resized,49,24
Power is estimated from default activity; no workload was simulated.
