File: flow/design.v
module Data_Memory(clk, A, WD, MemWrite, out);
	input clk, MemWrite;
	input [31:0] A;
	input [31:0] WD;
	output reg [31:0] out;
	reg [7:0] data_memory [0:255];
	integer i;
	initial begin
		data_memory[0] = 8'b0;	data_memory[1] = 8'b0; data_memory[2] = 8'b0; data_memory[3] = 8'b0;
		data_memory[4] = 8'b1;  data_memory[5] = 8'b0; data_memory[6] = 8'b0; data_memory[7] = 8'b0;
		data_memory[8] = 8'b01; data_memory[9] = 8'b0; data_memory[10] = 8'b0; data_memory[11] = 8'b0;
		data_memory[12] = 8'b11; data_memory[13] = 8'b0; data_memory[14] = 8'b0; data_memory[15] = 8'b0;
 		for(i=0; i<256; i=i+1) begin
			data_memory[i] = i;
		end
	end
	always @(posedge clk)   
	begin
		if(MemWrite) begin
			{data_memory[A+3],data_memory[A+2],data_memory[A+1],data_memory[A]} <= WD;
		end
	end
	always @(A)					 
	begin
		out = {data_memory[A+3],data_memory[A+2],data_memory[A+1],data_memory[A]};
	end
endmodule
File: flow/run.sh
#!/bin/bash
# OpenROAD 26Q1-2900-gdf79404cd8, Yosys 0.63+post, stock flow scripts
make -C /OpenROAD-flow-scripts/flow DESIGN_CONFIG=/design/flow/config.mk WORK_HOME=/design/flow/orfs finish
File: flow/config.mk
export PLATFORM = sky130hd
export DESIGN_NAME = Data_Memory
export DESIGN_NICKNAME = Data_Memory
export VERILOG_FILES = /design/flow/design.v
export SDC_FILE = /design/flow/constraint.sdc
export NUM_CORES = 4
export LEC_CHECK = 1
export CORE_UTILIZATION = 30
File: flow/constraint.sdc
current_design Data_Memory

set clk_period 67.3
set clk_io_pct 0.2

create_clock -name clk0 -period $clk_period [get_ports {clk}]

set non_clock_inputs [all_inputs -no_clocks]
set_input_delay [expr $clk_period * $clk_io_pct] -clock clk0 $non_clock_inputs
set_output_delay [expr $clk_period * $clk_io_pct] -clock clk0 [all_outputs]
==> results.json <==
{
  "dp_hpwl_mm": 888,
  "outcome": "finished with violations",
  "grt_start_max_net_pins": 104,
  "via_per_inst": 6.68,
  "place_ws_ns": 32.04,
  "io_pins": 98,
  "crit_family": "buffers and inverters",
  "crit_type": "in2out",
  "ys_chip_area_sq_um": 202000,
  "cts.sinks": 2048,
  "grt_overflow_total": 0,
  "power_density_nw_per_um2": 18.6,
  "grt_pass1_vias": 169000,
  "critPathBufInv": 8,
  "synthCells": 18300,
  "p_sw_mw": 1.51,
  "synth.avg_cell_area_sq_um": 11.1,
  "vdd_drop_max_uv": 20.5,
  "clk_pin_slew_worst_paths_ns": 0.06,
  "drt-wirelength-per-cell_um": 46.4,
  "die_width_um": 823,
  "track_usage": 0.377,
  "hold_class": "in2reg",
  "path_depth": 14,
  "leakagePower_nw": 80.9,
  "clockBufferDepth": 4,
  "largest_reg_flops": 2048,
  "drv_slew": 9,
  "async_reset_ff_frac": 0,
  "netSwitchingFraction": 0.362,
  "period_needed_ns": 35.49,
  "critPathLaunchType": "input port",
  "post_cts_buffers": 0,
  "grt_pass1_wl_mm": 1630,
  "ctsHoldBuffers": 0,
  "yosysWarnings": 1,
  "crit_path_cell_trace": "buf_16, buf_4, buf_4, buf_4, buf_4, buf_4, buf_4, mux4_2, mux4_2, a22o_1, a221o_1, nor4_1, nand2_1, clkdlybuf4s50_1",
  "area_growth_pct": 10.7,
  "cts_tree": "yes",
  "vias": 180000,
  "post_cts_resized": 0,
  "path_common_cell": "buf_4",
  "p_clk_frac": 0.376,
  "p_int_mw": 2.66,
  "ys_seq_frac": 0.304,
  "synth_cell_types": 73,
  "synthFlopType": "edfxtp_1",
  "rsz0062_at_grt": "false",
  "drc": 0,
  "slowest_stage": "buf_4",
  "setup_viol": 0,
  "drv_cap": 1,
  "cts_buffers": 285,
  "drive_above_1_share": 0.295,
  "htreeDepth": 5,
  "antenna_found_initial": 180,
  "cpPeakStageDelay_ns": 0.74,
  "ant_nets": 0,
  "fp.dieH_um": 823,
  "pwr-share-comb": 0.279,
  "io_buffers": 73,
  "drt_first_pass_iters": 9,
  "finalHoldViolCount": 0,
  "p_seq_frac": 0.345,
  "warnings": 65,
  "crit_fanout": 43,
  "period_used_share": 0.527,
  "wl_mm": 1250,
  "fmax_mhz": 28.2,
  "fp_util": 0.301,
  "first_iter_violations": 19200,
  "crit_required_ns": 53.84,
  "endpoint_kind": "output port",
  "violations": "capacitance limit, slew limit",
  "synth_area_sq_um": 202000,
  "yosys-stat-cells": 18300,
  "tightest_slew_ns": 1.58,
  "finalPower_mw": 4.17,
  "whs_path_depth": 3,
  "slew_headroom": -0.0598,
  "synth-edff-count": 2048,
  "cp_data_arrival_time_ns": 22.03,
  "final.setup.worst_slack_ns": 31.81,
  "final.setup.tns_ns": 0,
  "coreArea_sq_um": 672000,
  "die-area_sq_um": 678000,
  "cts_root_buffer": "clkbuf_16",
  "place_congestion": 1.08,
  "rows": 301,
  "synth-seq-cells": 2048,
  "fillCellCount": 65900
}
-- Yosys cell counts, types with 11 or more instances --
cell type | instances | area share
a211oi_1 | 1053 | 0.039
a21o_1 | 1033 | 0.038
a21oi_1 | 260 | 0.0064
a221oi_1 | 16 | 0.00069
a22o_1 | 13 | 0.00056
a22oi_1 | 64 | 0.0024
a311oi_1 | 12 | 0.00052
a31oi_1 | 102 | 0.0032
a32oi_1 | 67 | 0.0029
and2_1 | 13 | 0.00040
and3_1 | 31 | 0.00096
buf_1 | 76 | 0.0014
buf_2 | 472 | 0.012
buf_4 | 138 | 0.0051
buf_6 | 37 | 0.0021
clkbuf_1 | 1460 | 0.027
edfxtp_1 | 2048 | 0.30
mux2_2 | 1019 | 0.057
mux2i_1 | 2213 | 0.11
mux4_2 | 2284 | 0.25
nand2_1 | 2168 | 0.040
nand2_2 | 26 | 0.00080
nand2b_1 | 11 | 0.00034
nand3_1 | 435 | 0.011
nand3b_1 | 104 | 0.0039
nand4_1 | 93 | 0.0029
nor2_1 | 1450 | 0.027
nor2_2 | 83 | 0.0026
nor2_4 | 139 | 0.0077
nor3_1 | 69 | 0.0017
nor4_1 | 15 | 0.00046
o211ai_1 | 14 | 0.00052
o21ai_0 | 962 | 0.024
o21ai_1 | 86 | 0.0021
o221ai_1 | 12 | 0.00052
o22ai_1 | 32 | 0.00099
xnor2_1 | 11 | 0.00048
-- per-stage QoR --
step | std cells | area [sq um] | utilization | hold WS, ns
floorplan | 18300 | 202000 | - | 13.96
global placement | 26200 | 214000 | 0.319 | 14.06
detailed placement | 26200 | 214000 | 0.319 | 14.06
CTS | 26700 | 223000 | 0.332 | 13.00
global route | 26700 | 224000 | 0.333 | 13.06
finish | 26900 | 224000 | 0.333 | 13.06
-- kinds of logic (layout without fill, tap and decap cells) --
group           after synthesis  after routing  synth area share
simple gates               4680           4680             0.101
other cells                   0            259                 0
buf+inv                    2187           1644            0.0475
flops                      2048           2048             0.304
xor+xnor                     23             23           0.00111
fa+ha+maj                     9              9          0.000556
mux                        5516           5516             0.420
compound gates             3798           3798             0.125
-- per-layer routing --
layer,part of all wire,track usage
met5,0.0035,0.0530
met4,0.085,0.253
met3,0.18,0.284
met2,0.40,0.489
met1,0.33,0.427
-- final cells by class --
class	instances	area, sq um	area share
well taps	8938	11200	0.0499
flip-flops and latches	2048	61500	0.275
diodes	259	648	0.00289
multi-input cells	14000	132000	0.590
clock inverters	174	1760	0.00787
clock buffers	329	7360	0.0329
repair buffers	1139	9310	0.0416
inverters	2	7.51	0.0000335
-- cell usage in the layout (no fill, tap or decap), types with 434 or more instances in the layout --
cell type  count
nand2_1     2153
a211oi_1    1050
a21o_1      1033
mux4_2      2284
edfxtp_1    2048
mux2i_1     2213
o21ai_0      961
buf_4       1037
mux2_2      1019
nor2_1      1390
nand3_1      434
-- power by group through the flow --
stage                 clock [mW]  sequential (mW)  combinational [mW]
final                       1.57             1.44                1.16
after global routing        1.61             1.44                1.16
after CTS                   1.58             1.44                1.10
-- worst paths after layout --
path / startpoint / end / slack (ns)
worst min-delay path: WD[30] / data_memory[206][6] / 13.06
worst max-delay path: A[0] / out[22] / 31.81
Power is estimated from default activity; no workload was simulated.
