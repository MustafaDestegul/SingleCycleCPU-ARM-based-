$ cat ./constraint.sdc
current_design Reg_File

set clk_period 11.3
set clk_io_pct 0.2

create_clock -name clk0 -period $clk_period [get_ports {clk}]

set non_clock_inputs [all_inputs -no_clocks]
set_input_delay [expr $clk_period * $clk_io_pct] -clock clk0 $non_clock_inputs
set_output_delay [expr $clk_period * $clk_io_pct] -clock clk0 [all_outputs]
$ cat ./run.sh
#!/bin/bash
# OpenROAD 26Q1-2900-gdf79404cd8, Yosys 0.63+post, stock flow scripts
make -C /OpenROAD-flow-scripts/flow DESIGN_CONFIG=/design/flow/config.mk WORK_HOME=/design/flow/orfs finish
$ cat ./config.mk
export PLATFORM = sky130hd
export DESIGN_NAME = Reg_File
export DESIGN_NICKNAME = Reg_File
export VERILOG_FILES = /design/flow/design.v
export SDC_FILE = /design/flow/constraint.sdc
export NUM_CORES = 4
export LEC_CHECK = 1
export CORE_UTILIZATION = 50
$ cat ./design.v
module Reg_File #(parameter W=32) (clk, RegWrite, A1, A2, A3, WD3, R15_in, RD1, RD2, Reg0_out, Reg1_out, Reg2_out,Reg3_out,Reg4_out);
	input clk, RegWrite;
	input [3:0] A1, A2, A3;
	input [W-1:0] WD3, R15_in;
	output reg [W-1:0] RD1,RD2;
	output wire [W-1:0] Reg0_out, Reg1_out, Reg2_out,Reg3_out,Reg4_out;
	wire [15:0] write_enable;
	reg [15:0] decoder_out;   
	wire [W-1:0] Reg5_out, Reg6_out, Reg7_out,Reg8_out, Reg9_out, Reg10_out, Reg11_out, Reg12_out, Reg13_out, Reg14_out, Reg15_out;
	RegisterWithWE #(W) R0(clk, 0, write_enable[0], WD3, Reg0_out);
	RegisterWithWE #(W) R1(clk, 0, write_enable[1], WD3, Reg1_out);
	RegisterWithWE #(W) R2(clk, 0, write_enable[2], WD3, Reg2_out);
	RegisterWithWE #(W) R3(clk, 0, write_enable[3], WD3, Reg3_out);
	RegisterWithWE #(W) R4(clk, 0, write_enable[4], WD3, Reg4_out);
	RegisterWithWE #(W) R5(clk, 0, write_enable[5], WD3, Reg5_out);
	RegisterWithWE #(W) R6(clk, 0, write_enable[6], WD3, Reg6_out);
	RegisterWithWE #(W) R7(clk, 0, write_enable[7], WD3, Reg7_out);
	RegisterWithWE #(W) R8(clk, 0, write_enable[8], WD3, Reg8_out);
	RegisterWithWE #(W) R9(clk, 0, write_enable[9], WD3, Reg9_out);
	RegisterWithWE #(W) R10(clk, 0, write_enable[10], WD3, Reg10_out);
	RegisterWithWE #(W) R11(clk, 0, write_enable[11], WD3, Reg11_out);
	RegisterWithWE #(W) R12(clk, 0, write_enable[12], WD3, Reg12_out);
	RegisterWithWE #(W) R13(clk, 0, write_enable[13], WD3, Reg13_out);
	RegisterWithWE #(W) R14(clk, 0, write_enable[14], WD3, Reg14_out);
	RegisterWithWE #(W) R15(clk, 0, 1, R15_in, Reg15_out);
	always@(A3)
	begin
		case(A3)
			4'b0000 : decoder_out<= 16'b0000_0000_0000_0001;	
			4'b0001 : decoder_out<= 16'b0000_0000_0000_0010;
			4'b0010 : decoder_out<= 16'b0000_0000_0000_0100;
			4'b0011 : decoder_out<= 16'b0000_0000_0000_1000;
			4'b0100 : decoder_out<= 16'b0000_0000_0001_0000;
			4'b0101 : decoder_out<= 16'b0000_0000_0010_0000;
			4'b0110 : decoder_out<= 16'b0000_0000_0100_0000;
			4'b0111 : decoder_out<= 16'b0000_0000_1000_0000;
			4'b1000 : decoder_out<= 16'b0000_0001_0000_0000;
			4'b1001 : decoder_out<= 16'b0000_0010_0000_0000;
			4'b1010 : decoder_out<= 16'b0000_0100_0000_0000;
			4'b1011 : decoder_out<= 16'b0000_1000_0000_0000;
			4'b1100 : decoder_out<= 16'b0001_0000_0000_0000;
			4'b1101 : decoder_out<= 16'b0010_0000_0000_0000;
			4'b1110 : decoder_out<= 16'b0100_0000_0000_0000;
			4'b1111 : decoder_out<= 16'b1000_0000_0000_0000;		
		endcase
	end
assign write_enable[0]= RegWrite && decoder_out[0]; 
assign write_enable[1]= RegWrite && decoder_out[1]; 
assign write_enable[2]= RegWrite && decoder_out[2]; 
assign write_enable[3]= RegWrite && decoder_out[3]; 
assign write_enable[4]= RegWrite && decoder_out[4]; 
assign write_enable[5]= RegWrite && decoder_out[5]; 
assign write_enable[6]= RegWrite && decoder_out[6]; 
assign write_enable[7]= RegWrite && decoder_out[7]; 
assign write_enable[8]= RegWrite && decoder_out[8]; 
assign write_enable[9]= RegWrite && decoder_out[9]; 
assign write_enable[10]= RegWrite && decoder_out[10]; 
assign write_enable[11]= RegWrite && decoder_out[11]; 
assign write_enable[12]= RegWrite && decoder_out[12]; 
assign write_enable[13]= RegWrite && decoder_out[13]; 
assign write_enable[14]= RegWrite && decoder_out[14];
assign write_enable[15]= RegWrite && decoder_out[15];  
always @ (*) 
	begin
		case({A1[3],A1[2],A1[1],A1[0]})					
			4'b0000: RD1 = Reg0_out;
			4'b0001: RD1 = Reg1_out;
			4'b0010: RD1 = Reg2_out;
			4'b0011: RD1 = Reg3_out;
			4'b0100: RD1 = Reg4_out;
			4'b0101: RD1 = Reg5_out;
			4'b0110: RD1 = Reg6_out;
			4'b0111: RD1 = Reg7_out;
			4'b1000: RD1 = Reg8_out;
			4'b1001: RD1 = Reg9_out;
			4'b1010: RD1 = Reg10_out;
			4'b1011: RD1 = Reg11_out;
			4'b1100: RD1 = Reg12_out;
			4'b1101: RD1 = Reg13_out;
			4'b1110: RD1 = Reg14_out;
			4'b1111: RD1 = Reg15_out;
			default: RD1 = 0;
		endcase
	end
always @ (*) 
	begin
		case({A2[3],A2[2],A2[1],A2[0]})					
			4'b0000: RD2 = Reg0_out;
			4'b0001: RD2 = Reg1_out;
			4'b0010: RD2 = Reg2_out;
			4'b0011: RD2 = Reg3_out;
			4'b0100: RD2 = Reg4_out;
			4'b0101: RD2 = Reg5_out;
			4'b0110: RD2 = Reg6_out;
			4'b0111: RD2 = Reg7_out;
			4'b1000: RD2 = Reg8_out;
			4'b1001: RD2 = Reg9_out;
			4'b1010: RD2 = Reg10_out;
			4'b1011: RD2 = Reg11_out;
			4'b1100: RD2 = Reg12_out;
			4'b1101: RD2 = Reg13_out;
			4'b1110: RD2 = Reg14_out;
			4'b1111: RD2 = Reg15_out;
			default: RD2 = 0;
		endcase
	end	
endmodule
module RegisterWithWE #(parameter W= 4) (clk, reset, we, load, out);
	input clk, reset, we;
	input [W-1:0] load;
	output reg [W-1:0] out;
	always @ (posedge clk)
	begin
		if(reset == 1) begin
			out <= 0;
		end else begin
			if(we == 1) begin
				out <= load;
			end
		end
	end
endmodule
==> insert_results.sql <==
-- physical implementation figures
INSERT INTO impl_metrics (metric_group, metric, value, unit) VALUES
('critical_path', 'crit_path_top_delay_cell', 'sky130_fd_sc_hd__buf_4', ''),
('global_route', 'antenna_found_initial', '0', ''),
('clocking', 'tritoncts', 'yes', ''),
('sta', 'max_slew.worst_pin.slew', '1.22', 'ns'),
('clocking', 'cts_max_path_buffers', '3', ''),
('die', 'io-pin-count', '302', ''),
('run', 'warning_count', '26', ''),
('route', 'routedWlPerCell', '34.8', 'µm'),
('min_path', 'min_delay_path_depth', '1', ''),
('synth', 'ys_types', '68', ''),
('sta', 'rsz0062_at_grt', 'no', ''),
('clocking', 'post_cts_setup_buffer_count', '0', ''),
('placed_design', 'gp_congestion', '1.00', ''),
('synth', 'edf_count', '480', ''),
('power', 'static-leakage-power', '0.00936', 'µW'),
('die', 'floorplan.core_util', '0.507', ''),
('critical_path', 'worst_ep_arrival_time', '5.97', 'ns'),
('route', 'route.vias.total', '19220', ''),
('global_route', 'grt_overflow', '0', ''),
('sta', 'timing.setup.tns', '0', 'ns'),
('synth', 'top_area_cell', 'sky130_fd_sc_hd__edfxtp_1', ''),
('power', 'worst_ir_drop_vdd', '0.132', 'mV'),
('final_layout', 'fillCellCount', '3511', ''),
('synth', 'number_of_storage_elements_in_the_synthesis_netlist', '512', ''),
('synth', 'post-synth-top-area-fraction', '0.612', ''),
('global_route', 'grt_pass1_wl', '135', 'mm'),
('clocking', 'cts-htree-levels', '2', ''),
('run', 'max_cap_violations', '0', ''),
('critical_path', 'cp_data_required_time', '9.04', 'ns'),
('final_layout', 'layout-area-overhead-vs-synth', '22.7', '%'),
('final_layout', 'postLayoutCellArea', '0.0289', 'mm²'),
('route', 'postRouteAntennaNets', '0', ''),
('min_path', 'min_to', 'R15.out[22]', ''),
('clocking', 'clkTransAtPathRegs', '0.06', 'ns'),
('final_layout', 'fraction_of_final_layout_cells_with_drive_strength_greater_than_1', '0.115', ''),
('critical_path', 'endpoint_kind', 'output pin', ''),
('route', 'drt_pre_antenna_iters', '9', ''),
('global_route', 'use_met1', '0.561', ''),
('die', 'std_cell_rows', '79', ''),
('global_route', 'globalRoute.busiestLayer', 'met2', ''),
('min_path', 'min-delay-path-class', 'in -> reg', ''),
('sta', 'worst_hold_margin', '2.07', 'ns'),
('die', 'fp.dieH', '219', 'µm'),
('global_route', 'vias_in_the_first_global_route', '20077', ''),
('global_route', 'groute.usage.overall', '0.442', ''),
('sta', 'timing.final.hold_violations', '0', ''),
('route', 'route.detailed.vias_per_inst', '6.99', ''),
('synth', 'syn-cell-area', '0.0236', 'mm²'),
('synth', 'synth-async-reset-ratio', '0', ''),
('clocking', 'cts_hold_buf', '0', ''),
('final_layout', 'final_core_util', '0.622', ''),
('sta', 'fmaxAchievable', '122', 'MHz'),
('critical_path', 'crit_buf_inv', '3', ''),
('clocking', 'cts_made_buffers', '54', ''),
('critical_path', 'worstSetupPathType', 'in -> out', ''),
('run_status', 'run_status', 'finished clean', ''),
('critical_path', 'path_max_fanout', '57', ''),
('synth', 'ys_seq_share', '0.639', ''),
('route', 'remaining_drc_errors', '0', ''),
('synth', 'ys_top_cells_by_area', 'sky130_fd_sc_hd__edfxtp_1 (61%), sky130_fd_sc_hd__a22oi_1 (7.0%), sky130_fd_sc_hd__dfxtp_1 (2.7%)', ''),
('power', 'power.total', '4380', 'µW'),
('synth', 'synth.avg_cell_area', '12.9', 'µm²'),
('clocking', 'cts_resized', '0', ''),
('critical_path', 'critical_path.max_stage_delay', '0.65', 'ns'),
('route', 'wirelength', '95.8', 'mm'),
('final_layout', 'comb_cell_area', '0.00780', 'mm²'),
('sta', 'slew-limit-headroom', '0.181', ''),
('clocking', 'clock_sink_count', '512', ''),
('final_layout', 'sequential_cell_area', '0.0151', 'mm²'),
('critical_path', 'path_delay_family', 'buffers and inverters', ''),
('clocking', 'cts_root_buffer', 'sky130_fd_sc_hd__clkbuf_16', '');
==> layout make-up <==
| class | count | area share |
|---|---|---|
| Antenna cell | 1 | 0.0000866 |
| Inverter | 8 | 0.00104 |
| Clock buffer | 71 | 0.0500 |
| Clock inverter | 31 | 0.00918 |
| Tap cell | 607 | 0.0263 |
| Multi-Input combinational cell | 1144 | 0.270 |
| Timing Repair Buffer | 375 | 0.122 |
| Sequential cell | 512 | 0.521 |
==> placed cells by master (no fill, tap or decap), drive strengths merged, types with 12 or more instances in the layout <==
master / instances
edfxtp: 480
clkdlybuf4s50: 293
a22oi: 231
nand2: 135
a21oi: 111
nor2: 105
buf: 82
clkbuf: 71
o22ai: 63
mux2i: 50
o21ai: 50
mux2: 49
dfxtp: 32
a221oi: 31
nand2b: 27
o211ai: 25
a31oi: 24
clkinv: 24
nand3: 22
a21o: 21
nor3: 21
o32a: 20
o221ai: 20
a22o: 18
a211oi: 14
nor2b: 12
==> per-layer routing <==
| layer | vias up | share of wire | wire length, µm |
|---|---|---|---|
| met5 | - | 0.0011 | 104 |
| li1 | 7871 | - | - |
| met4 | 4 | 0.057 | 5450 |
| met3 | 386 | 0.18 | 17700 |
| met1 | 9213 | 0.33 | 31700 |
| met2 | 1746 | 0.43 | 40900 |
==> through the flow <==
step | instances | setup WS (ns)
after floorplan | 1821 | 5.52
after global placement | 2646 | 3.43
after detailed placement | 2646 | 3.41
after CTS | 2748 | 3.40
after global routing | 2748 | 3.09
final | 2749 | 3.07
==> power breakdown <==
part	leakage [µW]	internal, µW	switching [µW]
clock network	0.000838	990	751
registers	0.00461	2120	28.8
logic	0.00391	201	290
==> worst max path at each step <==
stage	startpoint	endpoint	cells past startpoint
CTS	A2[3]	RD2[12]	8
global route	A2[3]	RD2[12]	8
finish	A2[3]	RD2[12]	8
==> kinds of logic (layout without fill, tap and decap cells) <==
group,count (synthesis),in the layout,synth area share
AOI/OAI and AO/OA,679,679,0.206
DFF,512,512,0.639
and+or+nand+nor,364,364,0.0732
buffers and inverters,165,485,0.0354
muxes,101,101,0.0466
other,0,1,0
==> synth_stat cells (27+ instances only) <==
library cell / number
sky130_fd_sc_hd__mux2_2: 36
sky130_fd_sc_hd__o22ai_1: 63
sky130_fd_sc_hd__o21ai_0: 41
sky130_fd_sc_hd__clkbuf_1: 60
sky130_fd_sc_hd__nand2b_1: 27
sky130_fd_sc_hd__buf_2: 66
sky130_fd_sc_hd__edfxtp_1: 480
sky130_fd_sc_hd__nand2_1: 134
sky130_fd_sc_hd__a22oi_1: 221
sky130_fd_sc_hd__a21oi_1: 111
sky130_fd_sc_hd__dfxtp_1: 32
sky130_fd_sc_hd__mux2i_1: 50
sky130_fd_sc_hd__nor2_1: 100
sky130_fd_sc_hd__a221oi_1: 31
Power and IR drop assume default switching activity.
